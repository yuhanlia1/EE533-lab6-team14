`flow/config.mk`:
```
export PLATFORM = sky130hd
export DESIGN_NAME = id_stage
export DESIGN_NICKNAME = id_stage
export VERILOG_FILES = /design/flow/design.v
export SDC_FILE = /design/flow/constraint.sdc
export NUM_CORES = 4
export LEC_CHECK = 1
export CORE_UTILIZATION = 50
```
`flow/run.sh`:
```
#!/bin/bash
# OpenROAD 26Q1-2900-gdf79404cd8, Yosys 0.63+post, stock flow scripts
make -C /OpenROAD-flow-scripts/flow DESIGN_CONFIG=/design/flow/config.mk WORK_HOME=/design/flow/orfs finish
```
`flow/design.v`:
```
module id_stage (
	input  	wire        clk,
	input  	wire        rst,
	input  	wire [10:0] pc_in,       
	input  	wire [31:0] inst_in,
	input  	wire [4:0]  wb_rd_addr,
	input  	wire [31:0] wb_data,
	input  	wire        wb_wea,
	input  	wire        wist,
	input	wire [4:0]	dbg_addr,
	output	wire  [31:0] dbg_rdata,
	output 	reg  [31:0] imm,
	output 	wire [10:0] addr_out,    
	output 	wire        jump_valid,
	output 	wire        wreg,
	output 	wire [31:0] rd1_out,
	output 	wire [31:0] rd2_out,
	output 	wire [4:0]  rd_out,
	output 	wire [2:0]  funct3_out,
	output 	wire [6:0]  funct7_out,
	output 	wire        ALUsrc,
	output 	wire        WMM,
	output 	wire        RMM,
	output 	wire        MOA,
	output 	wire        jal_jalr
);
wire [6:0] opcode;
wire [2:0] funct3;
wire [6:0] funct7;
wire [10:0] pc_plus4;         
wire [31:0] pc_u32;           
wire [31:0] pc_plus4_u32;     
wire [4:0] rs1_addr;
wire [4:0] rs2_addr;
wire [4:0] rd_addr;
wire [31:0] rd1;
wire [31:0] rd2;
wire is_lui;
wire is_auipc;
wire [31:0] dbg_data_rf;
assign dbg_rdata = dbg_data_rf;
assign opcode   = inst_in[6:0];
assign funct3   = inst_in[14:12];
assign funct7   = inst_in[31:25];
assign rs1_addr = inst_in[19:15];
assign rs2_addr = inst_in[24:20];
assign rd_addr  = inst_in[11:7];
assign rd_out      = rd_addr;
assign funct3_out   = funct3;
assign funct7_out   = funct7;
reg_files u_reg_files (
  .clk      (clk),
  .rst      (rst),
  .rs1_addr (rs1_addr),
  .rs2_addr (rs2_addr),
  .rd_addr  (wb_rd_addr),
  .wb_data  (wb_data),
  .wea      (wb_wea),
  .dbg_addr (dbg_addr),
  .dbg_data (dbg_data_rf),
  .rd1      (rd1),
  .rd2      (rd2)
);
assign rd1_out = rd1;
wire is_b;
wire is_jal;
wire is_jalr;
wire [31:0] auipc_val;
assign is_lui   = (opcode == 7'b0110111);
assign is_auipc = (opcode == 7'b0010111);
assign is_b    = (opcode == 7'b1100011);
assign is_jal  = (opcode == 7'b1101111);
assign is_jalr = (opcode == 7'b1100111) && (funct3 == 3'b000);
assign jal_jalr = is_jal | is_jalr | is_lui | is_auipc;
assign pc_plus4     = pc_in + 11'd4;
assign pc_u32       = {21'd0, pc_in};
assign pc_plus4_u32 = {21'd0, pc_plus4};
assign auipc_val = pc_u32 + imm;
assign rd2_out = (is_jal | is_jalr) ? pc_plus4_u32 :
                 is_auipc ? auipc_val :
                 is_lui   ? imm :
                 rd2;
wire eq, lt_s, ge_s, lt_u, ge_u;
assign eq   = (rd1 == rd2);
assign lt_s = ($signed(rd1) <  $signed(rd2));
assign ge_s = ($signed(rd1) >= $signed(rd2));
assign lt_u = (rd1 <  rd2);
assign ge_u = (rd1 >= rd2);
reg b_take;
always @(*) begin
  if (is_b) begin
    case (funct3)
      3'b000: b_take = eq;
      3'b001: b_take = ~eq;
      3'b100: b_take = lt_s;
      3'b101: b_take = ge_s;
      3'b110: b_take = lt_u;
      3'b111: b_take = ge_u;
      default: b_take = 1'b0;
    endcase
  end else begin
    b_take = 1'b0;
  end
end
wire jump_valid_int;
assign jump_valid_int = b_take | is_jal | is_jalr;
always @(*) begin
  case (opcode)
    7'b0010011: imm = {{20{inst_in[31]}}, inst_in[31:20]};  
    7'b0000011: imm = {{20{inst_in[31]}}, inst_in[31:20]};  
    7'b1100111: imm = {{20{inst_in[31]}}, inst_in[31:20]};  
    7'b1110011: imm = {{20{inst_in[31]}}, inst_in[31:20]};  
    7'b0100011: imm = {{20{inst_in[31]}}, inst_in[31:25], inst_in[11:7]};  
    7'b1100011: imm = {{19{inst_in[31]}}, inst_in[31], inst_in[7], inst_in[30:25], inst_in[11:8], 1'b0};  
    7'b1101111: imm = {{11{inst_in[31]}}, inst_in[31], inst_in[19:12], inst_in[20], inst_in[30:21], 1'b0};  
    7'b0110111: imm = {inst_in[31:12], 12'b0};  
    7'b0010111: imm = {inst_in[31:12], 12'b0};  
    default:    imm = 32'd0;
  endcase
end
wire [31:0] base32;
wire [31:0] target_raw;
wire [31:0] target_aligned;
assign base32     = is_jalr ? rd1 : pc_u32;
assign target_raw = base32 + imm;
assign target_aligned = target_raw & ~32'd3;
assign addr_out = target_aligned[10:0];
assign ALUsrc = (opcode == 7'b0010011) | (opcode == 7'b0000011) | (opcode == 7'b0100011);
wire WMM_int;
wire RMM_int;
wire MOA_int;
wire wreg_int;
assign WMM_int = (opcode == 7'b0100011);
assign RMM_int = (opcode == 7'b0000011);
assign MOA_int = (opcode == 7'b0000011);
assign wreg_int = (opcode == 7'b0110011) |
                  (opcode == 7'b0010011) |
                  (opcode == 7'b0000011) |
                  (opcode == 7'b1101111) |
                  (opcode == 7'b1100111) |
                  (opcode == 7'b0110111) |
                  (opcode == 7'b0010111);
assign jump_valid = wist ? 1'b0 : jump_valid_int;
assign WMM        = wist ? 1'b0 : WMM_int;
assign RMM        = wist ? 1'b0 : RMM_int;
assign wreg       = wist ? 1'b0 : wreg_int;
assign MOA        = MOA_int;
endmodule
module reg_files (
  input  wire        clk,
  input  wire        rst,
  input  wire [4:0]  rs1_addr,
  input  wire [4:0]  rs2_addr,
  input  wire [4:0]  rd_addr,
  input  wire [31:0] wb_data,
  input  wire        wea,
  input  wire [4:0]  dbg_addr,
  output wire [31:0] dbg_data,
  output wire [31:0] rd1,
  output wire [31:0] rd2
);
reg [31:0] regs [0:31];
integer i;
always @(posedge clk) begin
  if (rst) begin
    for (i = 0; i < 32; i = i + 1) begin
      regs[i] <= 32'd0;
    end
  end else begin
    if (wea && (rd_addr != 5'd0)) begin
      regs[rd_addr] <= wb_data;
    end
    regs[0] <= 32'd0;
  end
end
assign rd1 = (rs1_addr == 5'd0) ? 32'd0 :
             (wea && (rd_addr != 5'd0) && (rd_addr == rs1_addr)) ? wb_data :
             regs[rs1_addr];
assign rd2 = (rs2_addr == 5'd0) ? 32'd0 :
             (wea && (rd_addr != 5'd0) && (rd_addr == rs2_addr)) ? wb_data :
             regs[rs2_addr];
assign dbg_data = (dbg_addr == 5'd0) ? 32'd0 :
                  (wea && (rd_addr != 5'd0) && (rd_addr == dbg_addr)) ? wb_data :
                  regs[dbg_addr];
endmodule
```
`flow/constraint.sdc`:
```
current_design id_stage

set clk_period 20.2
set clk_io_pct 0.2

create_clock -name clk0 -period $clk_period [get_ports {clk}]

set non_clock_inputs [all_inputs -no_clocks]
set_input_delay [expr $clk_period * $clk_io_pct] -clock clk0 $non_clock_inputs
set_output_delay [expr $clk_period * $clk_io_pct] -clock clk0 [all_outputs]
```
==> summary.txt <==
Notes on the physical implementation.

- The height of the die is 366.6 um, for reference.
- More flip-flops sit in one register than any other, and that register is u_reg_files.regs.
- The hold-fix buffer count after cts is 0, for reference.
- The tool flagged a number of max-cap violations equal to 0.
- The count of warning messages emitted by the tools is 27, for reference.
- The initial DRC count is 3308, for reference.
- Listed in order, past its start point the critical path passes buf_8, buf_4, buf_4, nor2_1, nand2_2, buf_4, o211ai_1, ha_1, nand3_1, nor3_1, nand4_1, nor4_1, nor2b_1, a21oi_1, nand3_1, and3b_1, o31ai_1, clkdlybuf4s50_1.
- The clock slew at the register clock pins of the worst setup and hold paths is 0.06 ns, for reference.
- The share of async-settable or async-resettable flops after synthesis is 0%, for reference.
- By count the netlist is led by 1002 x and2_1, 992 x edfxtp_1, 843 x mux4_2.
- According to the floorplan report, the die width is 366.6 um.
- The number of sinks on the clock net is 1024, for reference.
- After detailed placement, the total cell area comes to 70740 um2.
- After detailed routing, the total wire length is 266700 um.
- The via count of the first global-routing pass is 48450, for reference.
- Per the detail_route report, the via count comes to 45650.
- The average instance in the mapped netlist occupies 14.41 um2.
- The weighted congestion reported at the end of routability-driven placement is 0.9971, for reference.
- The residual DRC count is 0, for reference.
- The endpoint kind of the worst setup timing path is a primary output, for reference.
- The final-report setup violation count is 0, for reference.
- Summed over all cells, the static leakage comes to 25.86 nW.
- The final total negative setup slack is 0 ns, for reference.
- The netlist area before placement is 66470 um2, for reference.
- The slew check shows that the tightest pin keeps a relative margin of 13.62%.
- In the final routed layout, each cell accounts on average for 40.52 um.
- Synthesis inferred 1024 register bits.
- The total die size is 134400 um2, for reference.
- For this run, the slowest stage of the critical path takes 1.00 ns.
- The post-cts resize count is 0, for reference.
- Together, buffers and inverters on the worst path number 5.
- Data arrives at the worst endpoint at 11.32 ns.
- The share of the Yosys chip area taken by registers is 45.78%.
- Global routing finished with a remaining overflow of 0.
- The maximum number of pins on one net before global-route repair is 93, for reference.
- The register with the most flip-flops in the layout has 1024 of them.
- Setup repair after global routing left no endpoint under its margin.
- The overall power of the completed layout is 5.868 mW, for reference.
- 250 I/O pins were placed.
- The number of detailed-routing iterations run before antenna repair is 5, for reference.
- The number of standard cells reported by yosys is 4612, for reference.
- In this run the standard cell core region covers 131600 um2.
- The clock tree buffer depth is 3, for reference.
- In this run the biggest area consumer among cell types represents 44.82% of the synthesized area.
- The transition time of the tightest slew-check pin is 1.288 ns, for reference.
- The combined area of the multi-input logic cells is 34040 um2, for reference.
- The highest-delay cell along the critical path is nor4_1, for reference.
- The total of buffers placed on input and output ports is 247, for reference.
- Per the power-grid run, VDD falls by no more than 76.97 uV.
- The chip area line of the yosys report is 66470 um2, for reference.
- In the post-synthesis netlist, the cell with the most instances is and2_1.
- The number of core rows is 133, for reference.
- Counting flops with a built-in enable in the synthesized netlist gives 992.
- The min-delay analysis places its worst path in the category input pin to flop.
- In the final report, the number of pins over their slew limit comes to 0.
- The maximum operating frequency is 0.06508 GHz, for reference.
- Registers take 30430 um2.
- Clock tree synthesis inserted a total of 115 buffers.
- The remaining antenna violation count after routing is 0, for reference.
- Total power normalized to cell area comes to 78.42 nW/um2.
- The post-detailed-route via-to-cell ratio is 6.935, for reference.
- The largest registers in the layout are u_reg_files.regs x1024.
- The most numerous cell on the critical path is buf_4, for reference.
- Per the repair_timing log after CTS, setup buffers inserted total 0.
- Along the worst path, the maximum fanout reaches 68.
- The critical path start-end classification is input pin to primary output, for reference.
- The run finished with clean final reports.
- The library cell with the largest summed area after synthesis is edfxtp_1, for reference.
- The number of warnings reported in the yosys synthesis log is 2, for reference.
- The tally of filler cells in the layout is 10130, for reference.
- The fraction of layout instances using a drive strength above 1 is 28.03%, for reference.
- The initial standard-cell utilization of the core is 50.50%, for reference.
- The overall track demand over capacity in global routing is 44.45%, for reference.
- The number of antenna violations at the first check in global routing is 18.
- The routed design could run at a clock period as short as 15.36 ns.
- The commonest register cell is edfxtp_1.
- The timing report attributes the biggest portion of critical-path delay to buffers and inverters.
- The clock H-tree reported by CTS has 3 levels.
- The required time at the endpoint of the critical path is 16.16 ns, for reference.
- Per the post-synthesis report, the number of cells in the design is 4612.
- The design area is 74820 um2, for reference.
- The number of hold-slack violations in the final timing report is 0, for reference.
- Relative to the synthesized area, the layout overhead comes to 12.57%.
- The first global-routing pass estimated 370300 um of wire.
- The kind of launch point of the worst setup path is an input pin, for reference.
- The tree is rooted in a clkbuf_16.
- The synthesis report lists the most area-consuming cells as edfxtp_1 45%, mux4_2 29%, and2_1 9.4%.
- The count of unique library cells instantiated by Yosys is 70, for reference.
- TritonCTS built the clock tree.
- After legalization and detailed placement, the total HPWL measured 159400 um.
- OpenROAD reports that the post-layout worst path occupies 76.06% of the period.
[where the power goes]
part / internal [mW] / switching [mW]
Sequential: 2.45 / 0.0795
Combinational: 0.510 / 0.604
Clock: 1.32 / 0.910
[through the flow]
step	util (%)	setup slack (ns)	hold slack, ns	instances
after CTS	56.77	5.051	4.187	6542
final	56.84	4.835	4.221	6582
after global placement	53.74	5.033	4.987	6323
after detailed placement	53.74	5.058	4.994	6323
after global routing	56.80	4.676	4.223	6561
after floorplan	-	8.198	4.238	4645
[metal layers]
layer	global-route usage, %	up-vias	routed length [um]
met5	14.17	-	2423
met3	41.68	733	58840
met4	16.73	61	12460
met2	56.26	4031	112200
met1	52.29	22490	80760
li1	-	18340	-
[cell type report]
type / instances / area share [%]
clock buffer: 154 / 4.189
multi-input combinational: 3086 / 45.50
inverter: 13 / 0.06856
antenna: 40 / 0.1338
clock inverter: 65 / 1.129
timing repair buffer: 445 / 5.380
tap: 1755 / 2.935
sequential: 1024 / 40.67
[path summary, 6_finish.rpt]
kind,startpoint,depth (start not counted),end
max,inst_in[21],18,jump_valid
min,wb_data[29],2,u_reg_files.regs[21][29]
[cells in the final DEF (no fill, tap or decap), drive strengths merged, types with 53 or more instances in the layout]
cell type      Yosys  layout
a211oi            89      89
a21oi             88      88
and2            1002    1002
buf              187     213
clkbuf           335     154
clkdlybuf4s50      0     232
edfxtp           992     992
ha                53      53
mux2i            193     193
mux4             845     845
nand2             99      99
nor2             231     231
[logic make-up after synthesis]
| group | share of synthesized area, % |
|---|---|
| mux | 31.75 |
| buf+inv | 3.703 |
| compound gates | 4.228 |
| simple gates | 12.95 |
| flops | 45.78 |
| xor+xnor | 0.5534 |
| fa+ha+maj | 1.028 |
| other cells | 0.005642 |
Power figures rest on the tool's default switching activity, not on a simulated workload.
