===== ./run.sh =====
#!/bin/bash
# OpenROAD 26Q1-2900-gdf79404cd8, Yosys 0.63+post, stock flow scripts
make -C /OpenROAD-flow-scripts/flow DESIGN_CONFIG=/design/flow/config.mk WORK_HOME=/design/flow/orfs finish

===== ./config.mk =====
export PLATFORM = sky130hd
export DESIGN_NAME = id_ex_reg
export DESIGN_NICKNAME = id_ex_reg
export VERILOG_FILES = /design/flow/design.v
export SDC_FILE = /design/flow/constraint.sdc
export NUM_CORES = 4
export LEC_CHECK = 1
export CORE_UTILIZATION = 30

===== ./constraint.sdc =====
current_design id_ex_reg

set clk_period 1.0
set clk_io_pct 0.2

create_clock -name clk0 -period $clk_period [get_ports {clk}]

set non_clock_inputs [all_inputs -no_clocks]
set_input_delay [expr $clk_period * $clk_io_pct] -clock clk0 $non_clock_inputs
set_output_delay [expr $clk_period * $clk_io_pct] -clock clk0 [all_outputs]

===== ./design.v =====
module id_ex_reg (
  input  wire        clk,
  input  wire        rst,
  input  wire        enable,
  input  wire [31:0] IMM,
  input  wire        wreg,
  input  wire [31:0] rd2,
  input  wire [31:0] rd1,
  input  wire [4:0]  rd,
  input  wire [2:0]  func3,
  input  wire [6:0]  func7,
  input  wire        ALUsrc,
  input  wire        WMM,
  input  wire        RMM,
  input  wire        MOA,
  input  wire        jal_jalr,
  output reg  [31:0] IMM_out,
  output reg         wreg_out,
  output reg  [31:0] rd2_out,
  output reg  [31:0] rd1_out,
  output reg  [4:0]  rd_out,
  output reg  [2:0]  func3_out,
  output reg  [6:0]  func7_out,
  output reg         ALUsrc_out,
  output reg         WMM_out,
  output reg         RMM_out,
  output reg         MOA_out,
  output reg         jal_jalr_out
);
always @(posedge clk) begin
  if (rst) begin
    IMM_out       <= 32'd0;
    wreg_out      <= 1'b0;
    rd2_out       <= 32'd0;
    rd1_out       <= 32'd0;
    rd_out        <= 5'd0;
    func3_out     <= 3'd0;
    func7_out     <= 7'd0;
    ALUsrc_out    <= 1'b0;
    WMM_out       <= 1'b0;
    RMM_out       <= 1'b0;
    MOA_out       <= 1'b0;
    jal_jalr_out  <= 1'b0;
  end else if (enable) begin
    IMM_out       <= IMM;
    wreg_out      <= wreg;
    rd2_out       <= rd2;
    rd1_out       <= rd1;
    rd_out        <= rd;
    func3_out     <= func3;
    func7_out     <= func7;
    ALUsrc_out    <= ALUsrc;
    WMM_out       <= WMM;
    RMM_out       <= RMM;
    MOA_out       <= MOA;
    jal_jalr_out  <= jal_jalr;
  end
end
endmodule

==> impl_metrics.yaml <==
# physical design summary
sta:
  maxSlewHeadroom: 0.808
  rsz0062_at_grt: "true"
  finalWorstSetupSlack_ns: -0.0305
  maxClockFrequency_ghz: 0.970
  fin_worst_skew_ns: 0
  tightest_slew_ns: 0.288
  period_used_share: 1.03
  setup_violations: 117
  fin_crit_ns: 1.03
  finalHoldViolCount: 0
  whs_ns: 0.172
  drv_slew: 0
clock_network:
  htreeDepth: 4
  cts_tree: "yes"
  cts_buffers: 17
  cts_num_sinks: 117
  ctsLongestPathBuffers: 2
  cts-root-buf: "clkbuf_16"
  clk_latency_ns: 0.40
  clkTransAtPathRegs_ns: 0.05
pwr:
  power_frac_comb: 0.108
  cellPowerDensity_mw_per_mm2: 1870
  seqPwrFrac: 0.394
  totalPowerFinal_mw: 13.0
  power.internal_mw: 10.4
  pwr-share-clk: 0.498
  vdd_ir_drop_max_mv: 1.14
  netSwitchingFraction: 0.203
  switchingPower_mw: 2.63
  leakagePower_nw: 3.40
worst_setup_path:
  timing.critical_path.arrival_ns: 0.83
  startpoint_type: "flip-flop"
  worstPathRequired_ns: 0.80
  endpoint_kind: "primary output"
  crit_family: "flip-flops"
  cp_slowest_stage_delay_ns: 0.31
  critical_path_class: "reg2out"
  crit_buf_inv: 1
  crit_chain: "buf_2"
  cp_max_fo: 2
  crit_path_top_delay_cell: "dfxtp_2"
layout:
  area.growth.synth_to_final_pct: 68.2
  nFillCells: 1204
  most-common-layout-cells: "dfxtp_2, mux2i_1, nor2_1, clkdlybuf4s50_1, buf_2"
  drive_gt1_frac: 0.446
  design_area_mm2: 0.00695
hold_path:
  hp-class: "in2reg"
yosys:
  yosysWarningCount: 1
  postSynthSeqShare: 0.567
  avgSynthCellArea_um2: 11.0
  synth.distinct_cells: 8
  ys_cells: 377
  ys_chip_area_mm2: 0.00413
  postSynthCellCount: 377
  synth-seq-cells: 117
  netlist_area_mm2: 0.00413
global_routing:
  antenna_found_initial: 0
  grt_pass1_vias: 3345
  grt_max_degree: 63
  gr-total-overflow: 0
  grt_usage: 0.154
  grt_pass1_wl_um: 17000
die:
  initCoreUtil: 0.310
  rows: 42
  chip_area_mm2: 0.0142
  die_h_um: 119
  core_mm2: 0.0133
  die_w_um: 119
  io_pins: 237
placement:
  hpwlAfterDp_um: 7580
  io_buffers: 236
  placed_cell_area_mm2: 0.00670
  place_congestion: 0.755
run:
  cap_violations: 0
  tool_warnings: 27
run_status:
  outcome: "finished with violations"
  violations: "setup timing"
drt:
  antenna_cells: 0
  dr_total_vias: 3447
  drt_wl_total_um: 11000
  viasPerCell: 4.26
  ant_nets: 0
  dr.first_iter.drc_count: 116
  wl_per_cell_um: 13.5
  drtPass1Iterations: 4
  drc: 0
## path summary, 6_finish.rpt
path / start / depth (start not counted) / slack [ns] / to
worst min-delay path: enable / 3 / 0.17 / rd1_out[22]
worst max-delay path: rd2_out[24] / 1 / -0.03 / rd2_out[24]
worst min register to register: IMM_out[14] / 2 / 0.47 / IMM_out[14]
worst max register to register: IMM_out[28] / 3 / 0.27 / IMM_out[28]
## layout make-up
type,count,area [um^2],share of cell area
Clock buffer,25,536,0.0770
Sequential cell,117,2490,0.358
Tap cell,176,220,0.0317
Multi-Input combinational cell,234,1610,0.232
Timing Repair Buffer,251,1980,0.285
Clock inverter,7,114,0.0164
## Yosys cell counts, drive strengths merged
| cell | instances | share of area |
|---|---|---|
| dfxtp | 117 | 0.57 |
| mux2i | 117 | 0.28 |
| nor2 | 117 | 0.11 |
| buf | 18 | 0.036 |
| clkbuf | 8 | 0.0073 |
## through the flow
| stage | instances | utilization | TNS [ns] | setup slack [ns] |
|---|---|---|---|---|
| after global placement | 774 | 0.502 | -0.0538 | -0.0101 |
| after detailed placement | 774 | 0.502 | -0.0683 | -0.0138 |
| after floorplan | 377 | - | 0 | 0.0198 |
| final | 810 | 0.521 | -2.09 | -0.0305 |
| after CTS | 808 | 0.519 | -5.31 | -0.0616 |
| after global routing | 810 | 0.521 | -7.20 | -0.0777 |
## cells by family after synthesis
group / count (synthesis) / synth area share
buffers and inverters: 26 / 0.0433
AND/OR/NAND/NOR: 117 / 0.106
multiplexers: 117 / 0.283
flip-flops: 117 / 0.567
## power groups by stage
stage,logic [mW],clock network [mW],registers (mW)
after global routing,1.53,6.87,5.16
final,1.40,6.48,5.12
after CTS,1.41,6.62,5.12
## sequential cells by signal (all words and copies together), names as in the netlist
signal / count
func3_out: 3
func7_out: 7
WMM_out: 1
rd_out: 5
rd2_out: 32
jal_jalr_out: 1
rd1_out: 32
IMM_out: 32
MOA_out: 1
RMM_out: 1
wreg_out: 1
ALUsrc_out: 1
## routing by layer
layer | vias to the layer above | GRT usage | routed length [um]
met4 | 0 | 0.0258 | 190
met2 | 157 | 0.227 | 4650
met3 | 12 | 0.0548 | 1070
met5 | - | 0 | 0
met1 | 1539 | 0.227 | 5050
li1 | 1739 | - | -
## repair_timing
action / in CTS / in global routing
endpoints found under the hold margin: 0 / 0
setup buffers: 2 / 2
hold buffers: 0 / 0
pin swaps: 0 / 0
setup endpoints to repair: 117 / 117
gates resized: 474 / 1
Power is estimated from default activity; no workload was simulated.
