## /design/flow/design.v

```verilog
module alu (
  input  wire [31:0] a,
  input  wire [31:0] b,
  input  wire [2:0]  func3,
  input  wire [6:0]  func7,
  input  wire        add_force,
  input  wire        is_imm,
  output reg  [31:0] y,
  output wire        zero,
  output wire        lt,
  output wire        ltu
);
wire sub_sra;
assign sub_sra = func7[5];
wire [4:0] shamt;
assign shamt = b[4:0];
assign zero = (a == b);
assign lt   = ($signed(a) < $signed(b));
assign ltu  = (a < b);
wire [31:0] srl_val;
assign srl_val = a >> shamt;
wire [31:0] sra_val;
assign sra_val = (shamt == 5'd0) ? a :
                 (srl_val | ({32{a[31]}} << (32 - shamt)));
always @(*) begin
  y = 32'd0;
  if (add_force) begin
    y = a + b;
  end else if (is_imm) begin
    case (func3)
      3'b000: y = a + b;
      3'b010: y = lt  ? 32'd1 : 32'd0;
      3'b011: y = ltu ? 32'd1 : 32'd0;
      3'b100: y = a ^ b;
      3'b110: y = a | b;
      3'b111: y = a & b;
      3'b001: y = (func7[5] == 1'b0) ? (a << shamt) : 32'd0;
      3'b101: y = sub_sra ? sra_val : srl_val;
      default: y = 32'd0;
    endcase
  end else begin
    case (func3)
      3'b000: y = sub_sra ? (a - b) : (a + b);
      3'b001: y = a << shamt;
      3'b010: y = lt  ? 32'd1 : 32'd0;
      3'b011: y = ltu ? 32'd1 : 32'd0;
      3'b100: y = a ^ b;
      3'b101: y = sub_sra ? sra_val : srl_val;
      3'b110: y = a | b;
      3'b111: y = a & b;
      default: y = 32'd0;
    endcase
  end
end
endmodule
module ex_stage (
  input  wire [31:0] IMM_in,
  input  wire        wreg_in,
  input  wire [31:0] rd2_in,
  input  wire [31:0] rd1_in,
  input  wire [4:0]  rd_in,
  input  wire [2:0]  func3_in,
  input  wire [6:0]  func7_in,
  input  wire        ALUsrc_in,
  input  wire        WMM_in,
  input  wire        RMM_in,
  input  wire        MOA_in,
  input  wire        jal_jalr_in,
  output wire [31:0] alu_out,
  output wire [31:0] rd2_out,
  output wire        wreg_out,
  output wire [4:0]  rd_out,
  output wire        WMM_out,
  output wire        RMM_out,
  output wire        MOA_out,
  output wire        jal_jalr_out
);
wire [31:0] b_sel;
assign b_sel = ALUsrc_in ? IMM_in : rd2_in;
wire add_force;
assign add_force = WMM_in | RMM_in;
wire zero_unused;
wire lt_unused;
wire ltu_unused;
alu u_alu (
  .a         (rd1_in),
  .b         (b_sel),
  .func3     (func3_in),
  .func7     (func7_in),
  .add_force (add_force),
  .is_imm    (ALUsrc_in),
  .y         (alu_out),
  .zero      (zero_unused),
  .lt        (lt_unused),
  .ltu       (ltu_unused)
);
assign rd2_out      = rd2_in;
assign wreg_out     = wreg_in;
assign rd_out       = rd_in;
assign WMM_out      = WMM_in;
assign RMM_out      = RMM_in;
assign MOA_out      = MOA_in;
assign jal_jalr_out = jal_jalr_in;
endmodule
```

## /design/flow/constraint.sdc

```tcl
current_design ex_stage

set clk_period 35.1
set clk_io_pct 0.2

create_clock -name clk0 -period $clk_period

set non_clock_inputs [all_inputs -no_clocks]
set_input_delay [expr $clk_period * $clk_io_pct] -clock clk0 $non_clock_inputs
set_output_delay [expr $clk_period * $clk_io_pct] -clock clk0 [all_outputs]
```

## /design/flow/config.mk

```make
export PLATFORM = sky130hd
export DESIGN_NAME = ex_stage
export DESIGN_NICKNAME = ex_stage
export VERILOG_FILES = /design/flow/design.v
export SDC_FILE = /design/flow/constraint.sdc
export NUM_CORES = 4
export LEC_CHECK = 1
export CORE_UTILIZATION = 30
```

## /design/flow/run.sh

```bash
#!/bin/bash
# OpenROAD 26Q1-2900-gdf79404cd8, Yosys 0.63+post, stock flow scripts
make -C /OpenROAD-flow-scripts/flow DESIGN_CONFIG=/design/flow/config.mk WORK_HOME=/design/flow/orfs finish
```

==> notes.md <==
Physical implementation.

- The critical path data arrival time is about 12,000 ps.
- The proportion of layout cells with a drive suffix above 1 is under 10%.
- The HPWL after detailed placement is 37,400 µm.
- Across all layers, the routed design uses between 10,000 and 15,000 vias.
- The per-cell via count in the routed design is 6.21.
- The final timing report lists a hold violation count of 0.
- The number of nets with antenna violations after detailed routing is 0.
- The total setup buffers inserted after CTS is 0.
- Setup repair after global routing left no endpoint under its margin.
- The number of antenna diodes in the final layout is 0.
- For this design, the CTS-stage hold fixing added 0 buffers.
- The row count is 65.
- The cell occurring most often along the worst timing path is sky130_fd_sc_hd__buf_4.
- Ranked by instance count, the synthesized netlist is headed by sky130_fd_sc_hd__nor2_1, sky130_fd_sc_hd__a21oi_1, sky130_fd_sc_hd__mux2i_1.
- The number of max-cap violations is 0.
- The flop count is 0.
- Sorting the Yosys area breakdown by cell type puts at the top sky130_fd_sc_hd__mux2i_1.
- The largest individual stage delay along the critical path comes from the cell sky130_fd_sc_hd__buf_4.
- The number of clock-tree buffers in the layout is 0.
- The clock period minus final worst setup slack is between 15,000 and 20,000 ps.
- The max-slew violation count is 0.
- The number of antenna violations at the first check in global routing is 0.
- The number of buffers added on ports is 169.
- Sorting the synthesis cell report by count puts at the top sky130_fd_sc_hd__nor2_1.
- The post-detailed-routing wire length is roughly 48,000 µm.
- STA puts the critical path data required time at 28,080 ps.
- The post-cts gate resize count is 0.
- The number of warning messages in the yosys log is 1.
- The region available for standard cell placement spans about 32,000 µm².
- The run finished with clean final reports.
- The instance tally after logic synthesis is about 1,400.
- Summing all flip-flop and latch instances after layout gives 0 µm².
- Once the floorplan was initialized, standard cells occupied between 30% and 40% of the core.
- The area of the synthesized netlist per yosys stat is about 9700 µm².
- In this run, placement finished with an instance count of roughly 1,900.
- For this design the top-level I/O count stands at 191.
- After detailed routing, the number of remaining DRC violations is 0.
- Per the OpenROAD floorplan log, the area of the die is 33,100 µm².
- The width of the die is roughly 180 µm.
- The yosys stat cell total is approximately 1,400.
- Entering global routing, the biggest net connects approximately 58 pins.
- The vertical die dimension is 182 µm.
- The first global-routing pass estimated 70,700 µm of wire.
- The number of logged tool warnings is around 89.
- For this sky-water flow run, the detailed-routed wirelength per cell is reported as between 20 and 30 µm.
- OpenROAD reports that the post-layout worst path occupies 54.8% of the period.
- Overall routing resource usage recorded by global route was 28.8%.
- Summing all placed instances gives a cell area of about 11,000 µm².
- The largest stage delay on the critical path is about 570 ps.
- Of the synthesized area, sequential elements account for 0%.
- Leaving out filler cells and counting taps, the final layout contains 1,906.
- The endpoint class of the critical path is a primary output.
- The synthesized cell area is a little under 10,000 µm².
- The setup TNS is 0 ps.
- The count of filler cells inserted in the layout is roughly 3,400.
- Summed over all layers, the global routing overflow is 0.
- The count of different cell masters after synthesis is approximately 87.
- The number of global-route vias before repair is approximately 11,000.
- In the setup report, the worst path falls into the class in -> out.
- The tightest slew margin relative to the limit is about 37%.
- The worst-case IR drop observed on VDD is a little under 9 µV.
- The area fraction of the dominant cell type after synthesis is 13.4%.
- Listed in order, past its start point the critical path passes buf_2 -> buf_4 -> mux2i_4 -> buf_4 -> ha_1 -> a211oi_1 -> o21ai_1 -> o21a_1 -> nor4_1 -> a2111oi_1 -> buf_4 -> a211o_1 -> a211oi_1 -> xnor2_1 -> o22ai_1 -> a311oi_1 -> clkdlybuf4s50_1.
- The actual transition at the worst max-transition pin is 944 ps.
- STA classifies the critical path startpoint as an input pin.
- The main area contributors are sky130_fd_sc_hd__mux2i_1, sky130_fd_sc_hd__ha_1, sky130_fd_sc_hd__a21oi_1.
- For this run, the final setup violation count is recorded as 0.
- For the completed layout, the total cell area is recorded as 11,400 µm².
- The min-delay analysis places its worst path in the category in -> out.
- The pre-antenna-repair detailed-routing pass consisted of 6 iterations.
- For this design the static power due to leakage is about 4.7 nW.
- Averaged over all synthesized cells, the footprint is slightly below 7 µm².
- The highest net fanout along the worst path is roughly 40.
- Per the log, the first TritonRoute iteration ended with a DRC count of 1,164.
- Dividing total power by cell area gives a power density of approximately 21 nW/µm².
- The fmax is roughly 52 MHz.
- The growth of design area from synthesis to finish is 17.6%.
- The final weighted congestion in routability-driven placement is 1.02.
[cell type report]
| class | count | area (µm²) | share of cell area [%] |
|---|---|---|---|
| Timing Repair Buffer | 203 | 1940 | 16.9 |
| Inverter | 95 | 359 | 3.14 |
| Multi-Input combinational cell | 1206 | 8640 | 75.5 |
| Tap cell | 402 | 503 | 4.40 |
[power by group]
group	switching [mW]	internal, mW
clock	0	0
combinational	0.145	0.0998
sequential	0	0
[worst max-delay path: cells and delay by family]
family	cells	cell delay, ps
compound gates	8	2090
xor+xnor	1	180
fa+ha+maj	1	390
buf+inv	5	1830
mux	1	340
simple gates	1	330
[layout by cell type (no fill, tap or decap), types with 5 or more instances in the layout]
cell type	n
sky130_fd_sc_hd__o21bai_1	15
sky130_fd_sc_hd__xnor2_1	27
sky130_fd_sc_hd__a221o_1	10
sky130_fd_sc_hd__a22oi_1	10
sky130_fd_sc_hd__mux2i_1	127
sky130_fd_sc_hd__xor2_1	10
sky130_fd_sc_hd__nand3_1	23
sky130_fd_sc_hd__mux4_2	15
sky130_fd_sc_hd__a211oi_1	27
sky130_fd_sc_hd__o22ai_1	13
sky130_fd_sc_hd__o31ai_1	7
sky130_fd_sc_hd__nor3_1	26
sky130_fd_sc_hd__or3_1	5
sky130_fd_sc_hd__nand2_1	91
sky130_fd_sc_hd__buf_4	34
sky130_fd_sc_hd__nor4_1	8
sky130_fd_sc_hd__o221ai_1	18
sky130_fd_sc_hd__mux2_2	6
sky130_fd_sc_hd__a31oi_1	11
sky130_fd_sc_hd__nand2b_1	14
sky130_fd_sc_hd__clkdlybuf4s50_1	167
sky130_fd_sc_hd__o21ai_1	5
sky130_fd_sc_hd__o211ai_1	50
sky130_fd_sc_hd__o2111ai_1	10
sky130_fd_sc_hd__mux2i_4	5
sky130_fd_sc_hd__inv_1	91
sky130_fd_sc_hd__nor2b_1	10
sky130_fd_sc_hd__a32oi_1	7
sky130_fd_sc_hd__o21a_1	9
sky130_fd_sc_hd__nand4_1	6
sky130_fd_sc_hd__ha_1	99
sky130_fd_sc_hd__nor2_1	163
sky130_fd_sc_hd__and3_1	7
sky130_fd_sc_hd__a221oi_1	15
sky130_fd_sc_hd__or2_2	8
sky130_fd_sc_hd__a21o_1	11
sky130_fd_sc_hd__o21ai_0	111
sky130_fd_sc_hd__a21oi_1	155
[cells by family after synthesis]
group                    synth area share, %
buffers and inverters                   11.8
AND/OR/NAND/NOR                         17.3
adder cells (fa/ha/maj)                 13.1
XOR/XNOR                                3.67
multiplexers                            17.8
AND-OR/OR-AND                           36.3
[metal layers]
| metal | vias up | global-route usage (%) | routed length, µm |
|---|---|---|---|
| met3 | 93 | 5.01 | 4240 |
| met4 | 0 | 11.7 | 2200 |
| met1 | 5622 | 39.9 | 20400 |
| met2 | 653 | 44.3 | 21200 |
| li1 | 5462 | - | - |
| met5 | - | 0 | 0 |
[metrics by stage]
stage	util [%]	worst slack [ps]	total power, mW	hold slack (ps)
global route	36.1	15600	0.261	14040
finish	36.1	15880	0.245	14040
floorplan	-	17420	0.147	14110
CTS	36.1	15950	0.240	14040
global placement	36.1	15950	0.240	14040
detailed placement	36.1	16000	0.238	14040
[path summary, 6_finish.rpt]
path | startpoint | endpoint | slack (ps) | cells past startpoint
max | ALUsrc_in | alu_out[29] | 15880 | 17
min | MOA_in | MOA_out | 14040 | 0
Power figures rest on the tool's default switching activity, not on a simulated workload.
